==> design.v <==
`timescale 1ns / 1ns  
module Lab4Part2(
	input [9:0]SW, 	 
	input [3:0]KEY,	 
	output [9:0]LEDR,	 
	output [6:0]HEX0,	 
	output [6:0]HEX1,	 
	output [6:0]HEX2,	 
	output [6:0]HEX3,	 
	output [6:0]HEX4,	 
	output [6:0]HEX5); 
	wire [3:0]wireb;
	wire [7:0]aluOut;
	wire [7:0]regInput;
	assign wireb = SW[9] ? LEDR[3:0] : 4'b0000;	
	ALU u1(.a(SW[3:0]), .b(wireb[3:0]), .KEY(KEY[3:1]), .regInput(regInput), .LEDR(aluOut[7:0])); 
	Register8Bit u2(.D(aluOut[7:0]), .Clock(KEY[0]), .Reset(SW[9]), .Q(LEDR[7:0]));
	assign regInput[7:0] = LEDR[7:0];
	segmentDisplay u3(.SW(SW[3:0]), .HEX0(HEX0[6:0]));
	segmentDisplay u4(.SW(LEDR[3:0]), .HEX0(HEX4[6:0]));
	segmentDisplay u5(.SW(LEDR[7:4]), .HEX0(HEX5[6:0]));
	assign HEX1[6:0] = 7'b0000000;
	assign HEX2[6:0] = 7'b0000000;
	assign HEX3[6:0] = 7'b0000000;
endmodule
module Register8Bit (
	input [7:0]D,
	input Clock,
	input Reset,
	output [7:0]Q);
	reg [7:0]registerOut;
	always @(posedge Clock)
	begin
		if (Reset == 1'b0)
			registerOut[7:0] <= 8'b00000000;
		else
			registerOut[7:0] <= D[7:0];
	end
	assign Q[7:0] = registerOut[7:0]; 
endmodule
module ALU(
	input [3:0]a,
	input [3:0]b,
	input [2:0]KEY,
	input [7:0]regInput,
	output [9:0]LEDR
	);
	wire [7:0]ab;
	wire [3:0]count1;
	wire [3:0]count2;
	wire [9:0]case1;
	assign ab[7:0] = {b[3:0], a[3:0]};
	assign count1 = a[0] + a[1] + a[2] + a[3];
	assign count2 = b[0] + b[1] + b[2] + b[3];
	AdderCircuit u1(.SW(ab[7:0]), .LEDR(case1[9:0])); 
	reg [7:0]ALUout;
	always @(*)  
	begin
		case (KEY[2:0])
			3'b000: ALUout[7:0] = {3'b000, case1[4:0]};
			3'b001: ALUout = a + b;
			3'b010: ALUout[7:0] = {~(a[3:0] & b[3:0]), ~(a[3:0] | b[3:0]) }; 
			3'b011: ALUout[7:0] = |ab[7:0] ? 8'b11000000 : 8'b00000000;
			3'b100:
			begin
			if ( (count1 == 2'b10) && (count2 == 2'b11) ) 
				ALUout[7:0] = 8'b00111111;
			else
				ALUout[7:0] = 8'b00000000;	 
			end
			3'b101: ALUout[7:0] = {b[3:0], ~a[3:0]};
			3'b110: ALUout[7:0] = {a[3:0] ^ b[3:0], a[3:0] ~^ b[3:0]};	
			3'b111: ALUout[7:0] = regInput[7:0];
			default: ALUout = 8'b00000000;  			
		endcase
	end
	assign LEDR[0] = ALUout[0];
	assign LEDR[1] = ALUout[1];
	assign LEDR[2] = ALUout[2];
	assign LEDR[3] = ALUout[3];
	assign LEDR[4] = ALUout[4];
	assign LEDR[5] = ALUout[5];
	assign LEDR[6] = ALUout[6];
	assign LEDR[7] = ALUout[7];
endmodule
module AdderCircuit(
	input [9:0]SW,  
	output [9:0]LEDR);
	wire c1, c2, c3;
	FA u1(.a(SW[4]), .b(SW[0]), .cin(1'b0), .s(LEDR[0]), .cout(c1));
	FA u2(.a(SW[5]), .b(SW[1]), .cin(c1), .s(LEDR[1]), .cout(c2));
	FA u3(.a(SW[6]), .b(SW[2]), .cin(c2), .s(LEDR[2]), .cout(c3));	
	FA u4(.a(SW[7]), .b(SW[3]), .cin(c3), .s(LEDR[3]), .cout(LEDR[4]));
endmodule
module FA(
	input a, b, cin, 
	output s,
	output cout);
	assign s = a ^ b ^ cin;
	assign cout = (a&b) | (a&cin) | (b&cin);
endmodule
module segmentDisplay (SW, HEX0);
	input[3:0]SW;
	output [6:0]HEX0;
	assign HEX0 [0] = ~( (~SW[2]&~SW[0]) | (~SW[3]&SW[1]) | (SW[2]&SW[1]) | (SW[3]&~SW[0]) | (SW[3]&~SW[1]&~SW[2]) | (SW[2]&SW[0]&~SW[3]));
	assign HEX0 [1] = ~( (~SW[3]&~SW[1]&~SW[0]) | (~SW[2]&~SW[1]) | (~SW[3]&SW[1]&SW[0]) | (SW[3]&~SW[1]&SW[0]) | (~SW[2]&~SW[0]));
	assign HEX0 [2] = ~( (~SW[3]&~SW[1]) | (~SW[3]&SW[2]) | (~SW[3]&SW[0]) | (~SW[1]&SW[0]) | (SW[3]&~SW[2]));
	assign HEX0 [3] = ~( (SW[2]&~SW[1]&SW[0]) | (~SW[3]&~SW[2]&~SW[0]) | (SW[2]&SW[1]&~SW[0]) | (~SW[2]&SW[1]&SW[0]) | (SW[3]&~SW[1]));
	assign HEX0 [4] = ~( (~SW[2]&~SW[0]) | (SW[1]&~SW[0]) | (SW[3]&SW[2]) | (SW[3]&SW[1]) | (SW[3]&~SW[0]));
	assign HEX0 [5] = ~( (~SW[1]&~SW[0]) | (SW[2]&~SW[0]) | (SW[3]&SW[1]) | (SW[3]&~SW[2]) | (~SW[3]&SW[2]&~SW[1]) );
	assign HEX0 [6] = ~( (~SW[2]&SW[1]) | (SW[1]&~SW[0]) | (SW[3]&SW[0]) | (SW[3]&~SW[2]) | (~SW[3]&SW[2]&~SW[1]));	
endmodule
==> run.sh <==
#!/bin/bash
# OpenROAD 26Q1-2900-gdf79404cd8, Yosys 0.63+post, stock flow scripts
make -C /OpenROAD-flow-scripts/flow DESIGN_CONFIG=/design/flow/config.mk WORK_HOME=/design/flow/orfs finish
==> config.mk <==
export PLATFORM = sky130hd
export DESIGN_NAME = Lab4Part2
export DESIGN_NICKNAME = Lab4Part2
export VERILOG_FILES = /design/flow/design.v
export SDC_FILE = /design/flow/constraint.sdc
export NUM_CORES = 4
export LEC_CHECK = 1
export CORE_UTILIZATION = 30
==> constraint.sdc <==
current_design Lab4Part2

set clk_period 1.9
set clk_io_pct 0.2

create_clock -name clk0 -period $clk_period [get_ports {KEY}]

set non_clock_inputs [all_inputs -no_clocks]
set_input_delay [expr $clk_period * $clk_io_pct] -clock clk0 $non_clock_inputs
set_output_delay [expr $clk_period * $clk_io_pct] -clock clk0 [all_outputs]
==> reports/results.md <==
| Parameter | Reported |
| --- | --- |
| Count of max-cap constraint violations | 0 |
| Type of the worst setup path | reg -> reg |
| Vias in the first global route | 2804 |
| Worst hold-check path type | clk -> reg |
| I/O pins | 66 |
| Leakage power of the design | 1.78 nW |
| Number of cells in Yosys stat | 258 |
| Number of hold-slack violations in the final timing report | 0 |
| Global-route wire length before repair | 11.2 mm |
| Drt first pass iters | 5 |
| Detailed-route via count | 2452 |
| Tool warning count | 217 |
| Port Buffers | 34 |
| Kind of start point of the critical path | flip-flop |
| PnR worst setup slack | -0.310 ns |
| Hold buffer count at cts | 0 |
| Register ranked first by flip-flop count | u2.registerOut |
| Most frequently used flop master after synthesis | dfxtp_1 |
| Flops out of synthesis | 8 |
| Layout Utilization | 66.0% |
| Outcome | complete, but fails checks |
| Register-to-register setup slack | -0.31 ns |
| Critical Path Sink Type | flip-flop |
| CTS tree | yes |
| Number of flip-flops under the largest register name | 8 |
| Mapped Cells | 258 |
| RSZ-0062 raised after global routing | yes |
| Max FO, Critical Path | 3 |
| Yosys warnings | 6 |
| Area Overhead vs Synth | 107% |
| Launching element of the worst setup path | u2.registerOut[0] |
| Failing checks | negative setup slack |
| Required time of the critical path | 1.98 ns |
| Die Area | 6270 sq um |
| Share of layout cells above drive strength 1 | 49.6% |
| Average via count per standard cell | 5.30 |
| Final Wtd Congestion | 0.901 |
| Routed Wire Length | 8.00 mm |
| Post-place setup slack | -0.821 ns |
| Minimum clock period after layout | 2.21 ns |
| Overall global routing resource usage | 24.3% |
| Maximum number of pins on one net before global-route repair | 16 |
| Per-instance average area after synthesis | 6.93 sq um |
| Highest achievable clock rate | 453 MHz |
| Per-cell routed wire length | 17.3 microns |
| Total cell area reported by yosys after synthesis | 1790 sq um |
| Largest registers in the final layout | u2.registerOut (8) |
| Core ar. | 5610 sq um |
| Power per cell area | 1740 nW/um^2 |
| Violation tally from detailed-route iteration zero | 279 |
| Total Negative Setup Slacks | -1.98 ns |
| Die x size | 79.2 microns |
| Clk_skew | 0.000131 ns |
| Layout Cell Area excl Fill | 3700 sq um |
| Setup Viol. Count Final | 19 |
| Grt ovf | 0 |
| Instance area after placement | 2430 sq um |
| Placed wire-length estimate after detailed placement | 3.45 mm |
| Antenna violations before repair | 0 |
| Fraction of registers with async set or reset after synthesis | 0% |
| Clock transition at path regs | 0.03 ns |
| Final Max Slew Viols | 0 |
| Max VDD drop | 0.00113 V |
| Overall die height | 79.2 microns |
| Fraction of the core area occupied by cells at floorplan | 31.9% |
| Number of distinct library cell variants in the gate-level netlist after synthesis | 49 |
| Sequential share of the synthesized area | 8.96% |
| Power consumption | 6.43 mW |
| Origin of the worst min-delay path | KEY[2] |
| Count of inserted antenna diode cells | 0 |
| Data arrival at the endpoint of the critical path | 2.29 ns |
| Source of the worst register-to-register timing path | u2.registerOut[0] |
| Post-layout period usage | 116% |
| Netlist area before placement | 1790 sq um |
| Antenna viol nets, final | 0 |
| Clock latency at the later pin of the worst-skew pair | 0.21 ns |
| Count of flip-flops with a built-in enable after synthesis | 0 |
| DRC violations left | 0 |
| Number of rows in the core area | 27 |
==> layout by cell type (no fill, tap or decap), types with 3 or more instances in the layout <==
cell type	netlist	layout
a21o_1	3	3
a21oi_1	21	19
and2_4	0	3
buf_4	25	58
buf_6	0	15
buf_8	0	5
clkbuf_1	13	7
clkbuf_16	0	3
clkbuf_8	0	32
clkdlybuf4s50_1	0	15
conb_1	1	23
dfxtp_4	0	5
dlygate4sd2_1	0	6
dlymetal6s2s_1	0	8
fa_2	0	5
ha_1	17	8
ha_4	0	8
inv_1	17	5
inv_2	0	9
nand2_1	26	21
nand2_4	0	4
nand2b_1	5	3
nand3_1	3	3
nor2_1	20	14
nor2_4	0	4
nor3_2	0	4
o21ai_0	11	8
o21ai_1	2	3
o22ai_1	8	7
o32ai_1	3	3
xnor2_1	3	3
xor2_1	3	3
==> cells by family (layout without fill, tap and decap cells) <==
family | Yosys count | count (layout) | synth area share, %
AND/OR/NAND/NOR | 83 | 83 | 23.2
AND-OR/OR-AND | 72 | 72 | 26.2
buffers and inverters | 62 | 173 | 18.6
adder cells (fa/ha/maj) | 23 | 23 | 18.1
flip-flops | 8 | 8 | 8.96
XOR/XNOR | 6 | 6 | 2.94
multiplexers | 3 | 3 | 1.82
other | 1 | 23 | 0.210
==> final timing paths <==
check / to / depth (start not counted)
hold reg to reg: u2.registerOut[6] / 2
setup reg to reg: u2.registerOut[3] / 12
setup / recovery: u2.registerOut[3] / 12
hold / removal: u2.registerOut[3] / 4
==> per-layer routing <==
metal	track usage (%)	wire length, microns	vias up
met2	28.2	3670	159
met1	23.0	3200	1139
li1	-	-	1105
met5	0	0	-
met3	24.5	772	49
met4	23.6	357	0
==> cell usage after synthesis (3+ instances only) <==
library cell,number,area share [%]
nand2_1,26,5.5
buf_4,25,11
a21oi_1,21,5.9
nor2_1,20,4.2
ha_1,17,12
inv_1,17,3.6
clkbuf_1,13,2.7
o21ai_0,11,3.1
dfxtp_1,8,9.0
o22ai_1,8,2.8
nor3_1,7,2.0
nor2b_1,6,2.1
and2_1,5,1.8
buf_2,5,1.4
fa_1,5,5.6
nand2b_1,5,1.8
nor3b_1,5,2.1
a211oi_1,3,1.3
a21o_1,3,1.3
nand3_1,3,0.84
o32ai_1,3,1.5
xnor2_1,3,1.5
xor2_1,3,1.5
==> timing repair <==
item / in CTS / in global routing
buffers inserted: 10 / 20
gates cloned: 2 / 1
resized: 104 / 41
endpoints found under the hold margin: 0 / 0
setup endpoints to repair: 47 / 34
pin swaps: 27 / 26
==> per-stage QoR <==
stage	hold WS [ns]	instances
floorplan	0.299	280
global placement	0.150	383
detailed placement	0.150	383
CTS	0.254	443
global route	0.241	463
finish	0.222	463
==> critical path, cell delays in order (launching register included) <==
cell and delay (ns):
dfxtp_4 0.35, nand2_4 0.06, inv_4 0.07, ha_4 0.13, inv_2 0.04, fa_2 0.37, inv_2 0.08, fa_2 0.19
inv_2 0.04, fa_2 0.53, nand2_2 0.06, o2111ai_2 0.06, o211ai_1 0.10
==> power breakdown <==
| group | leakage [nW] | switching (mW) | total (mW) | internal (mW) |
|---|---|---|---|---|
| clock network | 0.515 | 1.49 | 4.21 | 2.72 |
| logic | 1.20 | 0.754 | 1.87 | 1.11 |
| registers | 0.0700 | 0.0954 | 0.359 | 0.263 |
==> final cells by class <==
cell class | instances | area, sq um
inverter | 17 | 86.3
clock inverter | 5 | 73.8
fill | 343 | 1910
sequential | 8 | 181
clock buffer | 46 | 573
multi-input combinational | 210 | 1720
tap | 72 | 90.1
timing repair buffer | 105 | 976
Power is estimated from default activity; no workload was simulated.
