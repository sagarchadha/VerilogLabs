===== flow/design.v =====
module Lab6Part2(SW, KEY, CLOCK_50, LEDR, HEX0, HEX1);
    input [9:0] SW;
    input [3:0] KEY;
    input CLOCK_50;
    output [9:0] LEDR;
    output [6:0] HEX0, HEX1;
    wire resetn;
    wire go;
    wire [7:0] data_result;
    assign go = ~KEY[1];
    assign resetn = KEY[0];
    part2 u0(
        .clk(CLOCK_50),
        .resetn(resetn),
        .go(go),
        .data_in(SW[7:0]),
        .data_result(data_result)
    );
    assign LEDR[7:0] = data_result;
    hex_decoder H0(
        .hex_digit(data_result[3:0]), 
        .segments(HEX0)
        );
    hex_decoder H1(
        .hex_digit(data_result[7:4]), 
        .segments(HEX1)
        );
endmodule
module part2(
    input clk,
    input resetn,
    input go,
    input [7:0] data_in,
    output [7:0] data_result
    );
    wire ld_a, ld_b, ld_c, ld_x, ld_r;
    wire ld_alu_out;
    wire [1:0]  alu_select_a, alu_select_b;
    wire alu_op;
    control C0(
        .clk(clk),
        .resetn(resetn),
        .go(go),
        .ld_alu_out(ld_alu_out), 
        .ld_x(ld_x),
        .ld_a(ld_a),
        .ld_b(ld_b),
        .ld_c(ld_c), 
        .ld_r(ld_r), 
        .alu_select_a(alu_select_a),
        .alu_select_b(alu_select_b),
        .alu_op(alu_op)
    );
    datapath D0(
        .clk(clk),
        .resetn(resetn),
        .ld_alu_out(ld_alu_out), 
        .ld_x(ld_x),
        .ld_a(ld_a),
        .ld_b(ld_b),
        .ld_c(ld_c), 
        .ld_r(ld_r), 
        .alu_select_a(alu_select_a),
        .alu_select_b(alu_select_b),
        .alu_op(alu_op),
        .data_in(data_in),
        .data_result(data_result)
    );
 endmodule        
module control(
    input clk,
    input resetn,
    input go,
    output reg  ld_a, ld_b, ld_c, ld_x, ld_r,
    output reg  ld_alu_out,
    output reg [1:0]  alu_select_a, alu_select_b,
    output reg alu_op
    );
    reg [5:0] current_state, next_state; 
    localparam  S_LOAD_A        = 5'd0,
                S_LOAD_A_WAIT   = 5'd1,
                S_LOAD_B        = 5'd2,
                S_LOAD_B_WAIT   = 5'd3,
                S_LOAD_C        = 5'd4,
                S_LOAD_C_WAIT   = 5'd5,
                S_LOAD_X        = 5'd6,
                S_LOAD_X_WAIT   = 5'd7,
                S_CYCLE_0       = 5'd8,
                S_CYCLE_1       = 5'd9,
                S_CYCLE_2       = 5'd10,
					 S_CYCLE_3       = 5'd11,
					 S_CYCLE_4       = 5'd12,
					 S_CYCLE_5       = 5'd13;
    always@(*)
    begin: state_table 
            case (current_state)
                S_LOAD_A: next_state = go ? S_LOAD_A_WAIT : S_LOAD_A;  
                S_LOAD_A_WAIT: next_state = go ? S_LOAD_A_WAIT : S_LOAD_B;  
                S_LOAD_B: next_state = go ? S_LOAD_B_WAIT : S_LOAD_B;  
                S_LOAD_B_WAIT: next_state = go ? S_LOAD_B_WAIT : S_LOAD_C;  
                S_LOAD_C: next_state = go ? S_LOAD_C_WAIT : S_LOAD_C;  
                S_LOAD_C_WAIT: next_state = go ? S_LOAD_C_WAIT : S_LOAD_X;  
                S_LOAD_X: next_state = go ? S_LOAD_X_WAIT : S_LOAD_X;  
                S_LOAD_X_WAIT: next_state = go ? S_LOAD_X_WAIT : S_CYCLE_0;  
                S_CYCLE_0: next_state = S_CYCLE_1;
					 S_CYCLE_1: next_state = S_CYCLE_2;
					 S_CYCLE_2: next_state = S_CYCLE_3;
					 S_CYCLE_3: next_state = S_CYCLE_4;
                S_CYCLE_4: next_state = S_LOAD_A;  
					default:     next_state = S_LOAD_A;
        endcase
    end  
    always @(*)
    begin: enable_signals
        ld_alu_out = 1'b0;
        ld_a = 1'b0;
        ld_b = 1'b0;
        ld_c = 1'b0;
        ld_x = 1'b0;
        ld_r = 1'b0;
        alu_select_a = 2'b0;
        alu_select_b = 2'b0;
        alu_op       = 1'b0;
        case (current_state)
            S_LOAD_A: begin
                ld_a = 1'b1;
                end
            S_LOAD_B: begin
                ld_b = 1'b1;
                end
            S_LOAD_C: begin
                ld_c = 1'b1;
                end
            S_LOAD_X: begin
                ld_x = 1'b1;
                end
				S_CYCLE_0: begin  
                ld_alu_out = 1'b1; ld_a = 1'b1; ld_b = 1'b0;  
                alu_select_a = 2'b00;  
                alu_select_b = 2'b11;  
                alu_op = 1'b1;  
            end
				S_CYCLE_1: begin  
                ld_alu_out = 1'b1; ld_a = 1'b0; ld_b = 1'b1;  
                alu_select_a = 2'b01;  
                alu_select_b = 2'b11;  
                alu_op = 1'b1;  
            end
				S_CYCLE_2: begin  
                ld_alu_out = 1'b1; ld_a = 1'b0; ld_b = 1'b1;  
                alu_select_a = 2'b01;  
                alu_select_b = 2'b11;  
                alu_op = 1'b1;  
            end
				S_CYCLE_3: begin  
                ld_alu_out = 1'b1; ld_a = 1'b1; ld_b = 1'b0;  
                alu_select_a = 2'b00;  
                alu_select_b = 2'b01;  
                alu_op = 1'b0;  
            end
				S_CYCLE_4: begin  
                ld_alu_out = 1'b1; ld_r = 1'b1;  
                alu_select_a = 2'b00;  
                alu_select_b = 2'b10;  
                alu_op = 1'b0;  
            end
        endcase
    end  
    always@(posedge clk)
    begin: state_FFs
        if(!resetn)
            current_state <= S_LOAD_A;
        else
            current_state <= next_state;
    end  
endmodule
module datapath(
    input clk,
    input resetn,
    input [7:0] data_in,
    input ld_alu_out, 
    input ld_x, ld_a, ld_b, ld_c,
    input ld_r,
    input alu_op, 
    input [1:0] alu_select_a, alu_select_b,
    output reg [7:0] data_result
    );
    reg [7:0] a, b, c, x;
    reg [7:0] alu_out;
    reg [7:0] alu_a, alu_b;
    always@(posedge clk) begin
        if(!resetn) begin
            a <= 8'b0; 
            b <= 8'b0; 
            c <= 8'b0; 
            x <= 8'b0; 
        end
        else begin
            if(ld_a)
                a <= ld_alu_out ? alu_out : data_in;  
            if(ld_b)
                b <= ld_alu_out ? alu_out : data_in;  
            if(ld_x)
                x <= data_in;
            if(ld_c)
                c <= data_in;
        end
    end
    always@(posedge clk) begin
        if(!resetn) begin
            data_result <= 8'b0; 
        end
        else 
            if(ld_r)
                data_result <= alu_out;
    end
    always @(*)
    begin
        case (alu_select_a)
            2'd0:
                alu_a = a;
            2'd1:
                alu_a = b;
            2'd2:
                alu_a = c;
            2'd3:
                alu_a = x;
            default: alu_a = 8'b0;
        endcase
        case (alu_select_b)
            2'd0:
                alu_b = a;
            2'd1:
                alu_b = b;
            2'd2:
                alu_b = c;
            2'd3:
                alu_b = x;
            default: alu_b = 8'b0;
        endcase
    end
    always @(*)
    begin : ALU
        case (alu_op)
            0: begin
                   alu_out = alu_a + alu_b;  
               end
            1: begin
                   alu_out = alu_a * alu_b;  
               end
            default: alu_out = 8'b0;
        endcase
    end
endmodule
module hex_decoder(hex_digit, segments);
    input [3:0] hex_digit;
    output reg [6:0] segments;
    always @(*)
        case (hex_digit)
            4'h0: segments = 7'b100_0000;
            4'h1: segments = 7'b111_1001;
            4'h2: segments = 7'b010_0100;
            4'h3: segments = 7'b011_0000;
            4'h4: segments = 7'b001_1001;
            4'h5: segments = 7'b001_0010;
            4'h6: segments = 7'b000_0010;
            4'h7: segments = 7'b111_1000;
            4'h8: segments = 7'b000_0000;
            4'h9: segments = 7'b001_1000;
            4'hA: segments = 7'b000_1000;
            4'hB: segments = 7'b000_0011;
            4'hC: segments = 7'b100_0110;
            4'hD: segments = 7'b010_0001;
            4'hE: segments = 7'b000_0110;
            4'hF: segments = 7'b000_1110;   
            default: segments = 7'h7f;
        endcase
endmodule

===== flow/constraint.sdc =====
current_design Lab6Part2

set clk_period 10.8
set clk_io_pct 0.2

create_clock -name clk0 -period $clk_period [get_ports {CLOCK_50}]

set non_clock_inputs [all_inputs -no_clocks]
set_input_delay [expr $clk_period * $clk_io_pct] -clock clk0 $non_clock_inputs
set_output_delay [expr $clk_period * $clk_io_pct] -clock clk0 [all_outputs]

===== flow/run.sh =====
#!/bin/bash
# OpenROAD 26Q1-2900-gdf79404cd8, Yosys 0.63+post, stock flow scripts
make -C /OpenROAD-flow-scripts/flow DESIGN_CONFIG=/design/flow/config.mk WORK_HOME=/design/flow/orfs finish

===== flow/config.mk =====
export PLATFORM = sky130hd
export DESIGN_NAME = Lab6Part2
export DESIGN_NICKNAME = Lab6Part2
export VERILOG_FILES = /design/flow/design.v
export SDC_FILE = /design/flow/constraint.sdc
export NUM_CORES = 4
export LEC_CHECK = 1
export CORE_UTILIZATION = 50

==> flow_metrics.py <==
# Synthesis and PnR figures
metrics = {
    "place": {
        "place_congestion": 0.898,
        "post-place-ws_ns": 4.85,
        "post-dp-hpwl_um": 6790,
        "io_buffer_count": 32,
    },
    "yosys": {
        "syn_inst": 490,
        "synth_cell_types": 59,
        "ys_seq_share_pct": 31.2,
        "ys_sh_simple_pct": 14.4,
        "flop_cell": "dfxtp_1",
        "ys_sh_aoi_pct": 11.6,
        "adder_share_pct": 16.3,
        "synthArstFlopShare_pct": 0,
        "synth.comb.largest_family": "adder cells",
        "ys_warn_count": 5,
        "ys_sh_mux_pct": 14.2,
        "synth_area_um2": 4360,
        "syn_area_per_cell_um2": 8.90,
        "edf_count": 0,
        "numSynthFlops": 68,
        "ys_cells": 490,
        "yosys.area_share.xor_xnor_pct": 4.79,
        "yosys_area_um2": 4360,
    },
    "sta": {
        "period_used_pct": 54.8,
        "rsz0062_at_grt": "false",
        "hold_viol": 0,
        "slew_headroom_pct": 54.7,
        "finalCriticalPeriod_ns": 5.92,
        "setup_viol": 0,
        "max_freq_mhz": 169,
        "slew_viol_final": 0,
        "tightest_slew_ns": 0.679,
        "clock_skew_ns": 0.00662,
        "finalSetupTns_ns": 0,
        "fin_ws_ns": 4.88,
    },
    "finish": {
        "flop_area_um2": 1360,
        "drive_above_1_share_pct": 8.32,
        "layout.cells.most_common": "nor2_1",
        "layout_top_cells_excl_fill_tap": "nor2_1 (70), dfxtp_1 (68), inv_1 (53)",
        "mi_logic_area_um2": 2680,
        "area_growth_pct": 13.3,
        "num-fill-cells": 775,
    },
    "pwr": {
        "power_density_nw_per_um2": 118,
        "p_leak_uw": 0.00215,
        "peakVddDrop_mv": 0.0855,
    },
    "worst_setup_path": {
        "path_cells": "mux4_2 -> ha_1 -> inv_1 -> fa_1 -> inv_1 -> ha_1 -> fa_1 -> inv_1 -> fa_1 -> inv_1 -> ha_1 -> a21oi_1 -> xnor3_1 -> xnor3_1 -> o21ai_2 -> o221ai_2 -> nand2_1 -> o221a_2",
        "crit_arrival_ns": 6.15,
        "worstPathRequired_ns": 11.03,
        "slowest_delay_ns": 0.72,
        "cp_common_cell": "inv_1",
        "startpoint_type": "flop",
        "criticalPathCategory": "flop to flop",
        "crit_fanout": 14,
        "crit_slowest_cell": "dfxtp_1",
        "crit_path_end_kind": "flop",
    },
    "detailed_routing": {
        "wl_per_cell_um": 14.8,
        "wl_um": 9180,
        "drt_iter0_markers": 128,
        "ant_nets": 0,
        "avgViaCountPerCell": 5.21,
        "vias": 3243,
        "first_pass_iters": 4,
        "n_antenna_cell": 0,
        "drc": 0,
    },
    "floorplanning": {
        "die_w_um": 95.4,
        "row_count": 33,
        "die.size.y_um": 95.4,
        "fp_util_pct": 52.3,
        "io_pins": 39,
        "chipArea_um2": 9100,
        "design.core.area_um2": 8340,
    },
    "hold_path": {
        "hp-class": "flop to flop",
    },
    "clock_network": {
        "root_buffer": "clkbuf_8",
        "cts_buffer_depth": 2,
        "cts_resized": 0,
        "htreeDepth": 3,
        "clock_sinks": 68,
        "clk-insertion-delay-late_ns": 0.34,
        "clk_pin_slew_ns": 0.07,
        "cts_hold_buf": 0,
        "cts_tree": "built",
        "cts_buffers": 9,
        "post-cts-setup-buffers": 0,
    },
    "global_route": {
        "grt_max_degree": 38,
        "overflow": 0,
        "grtUsageTotal_pct": 22.7,
        "grt_pass1_wl_um": 15300,
        "grt_pass1_vias": 3107,
        "antenna_found_initial": 0,
    },
    "flow_run": {
        "cap_violations": 0,
        "tool_warnings": 39,
    },
    "outcome": {
        "status": "completed",
    },
}
==> synth_stat cells, types with 3 or more instances <==
master    number  area [um^2]
a21o_1         3         22.5
a21oi_1       30          150
a31oi_1        3         18.8
and2_1         9         56.3
buf_1          5         18.8
buf_2          5         25.0
buf_4          3         22.5
clkbuf_1       9         33.8
dfxtp_1       68         1360
fa_1          13          260
ha_1          36          450
inv_1         53          199
inv_2          3         11.3
mux2_2         5         56.3
mux2i_1       39          390
mux4_2         7          158
nand2_1       40          150
nand2b_1       4         25.0
nand3_1        3         15.0
nor2_1        70          263
nor2b_1        4         25.0
nor3_1         3         15.0
o21a_1         3         22.5
o21ai_0       11         55.1
o22ai_1        6         37.5
o31ai_1        3         22.5
xnor2_1       11         96.3
xor2_1         4         35.0
==> path summary, 6_finish.rpt <==
check / start / endpoint / slack [ns] / cells after the start
worst min-delay path: u0.D0.c[4] / u0.D0.c[4] / 0.49 / 2
worst min register to register: u0.D0.c[4] / u0.D0.c[4] / 0.49 / 2
worst max register to register: u0.D0.alu_select_b[0] / HEX1[0] / 4.88 / 18
worst max-delay path: u0.D0.alu_select_b[0] / HEX1[0] / 4.88 / 18
==> layout make-up <==
| type | instances | share of cell area, % |
|---|---|---|
| clock inverters | 3 | 1.39 |
| well taps | 105 | 2.66 |
| flip-flops and latches | 68 | 27.5 |
| inverters | 57 | 4.33 |
| multi-input cells | 343 | 54.2 |
| repair buffers | 33 | 6.63 |
| clock buffers | 13 | 3.22 |
==> registers in the layout, indices dropped and copies added (netlist names), 2 cells and up <==
signal	count
u0.D0.alu_select_b	2
HEX1	7
u0.C0.current_state	4
u0.D0.c	8
HEX0	7
u0.D0.x	8
u0.D0.data_result	8
u0.D0.a	8
u0.D0.b	8
==> stage by stage <==
step / util (%) / area [um^2] / std cells / power, uW / hold WS (ns)
final: 59.3 / 4940 / 622 / 583 / 0.494
after detailed placement: 56.5 / 4710 / 606 / 347 / 0.481
after floorplan: - / 4370 / 491 / 324 / 0.455
after global placement: 56.5 / 4710 / 606 / 347 / 0.468
after global routing: 59.3 / 4940 / 622 / 612 / 0.524
after CTS: 59.3 / 4940 / 622 / 591 / 0.499
==> critical path: cells and delay by family (launching register included) <==
family | cells | cell delay [ns]
adders and majority gates | 6 | 2.27
AOI/OAI and AO/OA | 4 | 1.03
DFF | 1 | 0.72
xor gates and xnor gates | 2 | 0.70
muxes | 1 | 0.66
buffers and inverters | 4 | 0.28
and+or+nand+nor | 1 | 0.14
==> report_power, final <==
| group | total [uW] | switching, uW | internal [uW] | leakage, uW |
|---|---|---|---|---|
| logic | 80.3 | 46.2 | 34.1 | 0.00148 |
| registers | 261 | 6.06 | 255 | 0.000551 |
| clock network | 241 | 97.4 | 143 | 0.000114 |
==> routing by layer <==
| metal | vias to the layer above | routed length, um | global-route usage [%] |
|---|---|---|---|
| met5 | - | 0 | 0 |
| met4 | 0 | 109 | 2.61 |
| met3 | 9 | 378 | 5.19 |
| met2 | 61 | 4250 | 35.8 |
| met1 | 1496 | 4440 | 34.0 |
| li1 | 1677 | - | - |
==> cells by family (layout without fill, tap and decap cells) <==
family                     after synthesis  count (layout)
adders and majority gates               49              49
and+or+nand+nor                        144             144
buffers and inverters                   80             106
AOI/OAI and AO/OA                       77              77
other                                    1               2
DFF                                     68              68
muxes                                   52              52
xor gates and xnor gates                19              19
No activity file was given, so power comes from the tool's default toggle rates.
