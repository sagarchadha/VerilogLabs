==> flow/design.v <==
`timescale 1ns / 1ns  
module Lab4Part3(
	input [9:0]SW, 	 
	input [3:0]KEY,	 
	output [9:0]LEDR);	 
	TopCircuit u1(.data(SW[7:0]), .parallelLoad(KEY[1]), 
		.rotateRight(KEY[2]), .rightShift(KEY[3]), .reset(SW[9]), 
		.clock(KEY[0]), .newData(LEDR[7:0]));  
endmodule
module TopCircuit(
	input [7:0]data,
	input parallelLoad,
	input rotateRight,
	input rightShift,
	input reset,
	input clock,
	output [7:0]newData);
	wire rightData;
	assign rightData = rightShift ? 1'b0 : newData[0];
	SubCircuit u1(.rotateRight(rotateRight), .pData(data[7]), 
		.rightData(rightData), .leftData(newData[6]), 
		.pLoad(parallelLoad), .clock(clock), .reset(reset), 
		.newData(newData[7]));
	SubCircuit u2(.rotateRight(rotateRight), .pData(data[6]), 
		.rightData(newData[7]), .leftData(newData[5]), 
		.pLoad(parallelLoad), .clock(clock), .reset(reset), 
		.newData(newData[6]));
	SubCircuit u3(.rotateRight(rotateRight), .pData(data[5]), 
		.rightData(newData[6]), .leftData(newData[4]), 
		.pLoad(parallelLoad), .clock(clock), .reset(reset), 
		.newData(newData[5]));
	SubCircuit u4(.rotateRight(rotateRight), .pData(data[4]), 
		.rightData(newData[5]), .leftData(newData[3]), 
		.pLoad(parallelLoad), .clock(clock), .reset(reset), 
		.newData(newData[4]));
	SubCircuit u5(.rotateRight(rotateRight), .pData(data[3]), 
		.rightData(newData[4]), .leftData(newData[2]), 
		.pLoad(parallelLoad), .clock(clock), .reset(reset), 
		.newData(newData[3]));
	SubCircuit u6(.rotateRight(rotateRight), .pData(data[2]), 
		.rightData(newData[3]), .leftData(newData[1]), 
		.pLoad(parallelLoad), .clock(clock), .reset(reset), 
		.newData(newData[2]));
	SubCircuit u7(.rotateRight(rotateRight), .pData(data[1]), 
		.rightData(newData[2]), .leftData(newData[0]), 
		.pLoad(parallelLoad), .clock(clock), .reset(reset), 
		.newData(newData[1]));
	SubCircuit u8(.rotateRight(rotateRight), .pData(data[0]), 
		.rightData(newData[1]), .leftData(newData[7]), 
		.pLoad(parallelLoad), .clock(clock), .reset(reset), 
		.newData(newData[0]));
endmodule
module SubCircuit(
	input rotateRight,
	input pData,
	input leftData,
	input rightData, pLoad,
	input clock,
	input reset,
	output newData);
	wire registerInput;
	wire mux1Output;
	mux2to1 u1(.x(leftData), .y(rightData), .s(rotateRight), .m(mux1Output));
	mux2to1 u2(.x(pData), .y(mux1Output), .s(pLoad), .m(registerInput));
	Register u3(.D(registerInput), .Clock(clock), .Reset(reset), .Q(newData));
endmodule	
module Register (
	input D,
	input Clock,
	input Reset,
	input pData,
	output Q);
	reg registerOut;
	always @(posedge Clock)
	begin
		if (Reset == 1'b1)
			registerOut <= 1'b0;
		else
			registerOut <= D;
	end
	assign Q = registerOut; 
endmodule
module mux2to1(
	input x, y, s,
	output m);
	assign m = s ? y : x;
endmodule
==> flow/run.sh <==
#!/bin/bash
# OpenROAD 26Q1-2900-gdf79404cd8, Yosys 0.63+post, stock flow scripts
make -C /OpenROAD-flow-scripts/flow DESIGN_CONFIG=/design/flow/config.mk WORK_HOME=/design/flow/orfs finish
==> flow/config.mk <==
export PLATFORM = sky130hd
export DESIGN_NAME = Lab4Part3
export DESIGN_NICKNAME = Lab4Part3
export VERILOG_FILES = /design/flow/design.v
export SDC_FILE = /design/flow/constraint.sdc
export NUM_CORES = 4
export LEC_CHECK = 1
export CORE_AREA = 10 10 70 70
export DIE_AREA = 0 0 80 80
==> flow/constraint.sdc <==
current_design Lab4Part3

set clk_period 1.4
set clk_io_pct 0.2

create_clock -name clk0 -period $clk_period [get_ports {KEY}]

set non_clock_inputs [all_inputs -no_clocks]
set_input_delay [expr $clk_period * $clk_io_pct] -clock clk0 $non_clock_inputs
set_output_delay [expr $clk_period * $clk_io_pct] -clock clk0 [all_outputs]
==> load_flow_metrics.sql <==
-- metrics for the results database
INSERT INTO impl_metrics (metric_group, metric, value, unit) VALUES
('grt', 'grt_first_pass_wirelength', '1932', 'µm'),
('synth', 'yosysWarningCount', '3', ''),
('route', 'drt-initial-drc-count', '11', ''),
('placement', 'port-buffer-count', '17', ''),
('setup_path', 'worst-endpoint-arrival', '1050', 'ps'),
('min_path', 'timing.hold.worst_endpoint', 'u1.u1.u3.registerOut', ''),
('synth', 'synth_cell_area', '455.4', 'µm²'),
('synth', 'syn-mean-instance-area', '9.488', 'µm²'),
('min_path', 'hold_path_depth', '2', ''),
('synth', 'synth_sequential_area_ratio', '0.3516', ''),
('route', 'drc', '0', ''),
('final_layout', 'syn_to_final_growth', '47.80', '%'),
('placement', 'gp_congestion', '0.7164', ''),
('route', 'antenna_violating_nets_left', '0', ''),
('synth', 'yosys-stat-cells', '48', ''),
('final_timing', 'rsz0062_at_grt', 'false', ''),
('job', 'drv_cap', '0', ''),
('final_layout', 'drive_above_1_share', '0.2969', ''),
('status', 'outcome', 'finished with violations', ''),
('floorplanning', 'die-height', '80', 'µm'),
('setup_path', 'regToRegSetupSlack', '550', 'ps'),
('grt', 'maximum_number_of_pins_on_one_net_before_global_route_repair', '10', ''),
('setup_path', 'crit-reg2reg-capture', 'u1.u1.u3.registerOut', ''),
('setup_path', 'worst_r2r_path_depth', '3', ''),
('synth', 'post_synth_num_cell_types', '11', ''),
('final_timing', 'maxClockFrequency', '753.6', 'MHz'),
('grt', 'grt.overflow.total', '0', ''),
('clocking', 'clk_latency', '220', 'ps'),
('clocking', 'cts.clk_slew.worst_paths', '40', 'ps'),
('min_path', 'hp-start', 'KEY[3]', ''),
('power_and_ir_drop', 'vdd_ir_drop_max', '0.0009756', 'V'),
('final_layout', 'filler_cell_count', '380', ''),
('grt', 'grt_antenna_before_repair', '0', ''),
('status', 'failed_checks', 'hold timing', ''),
('synth', 'ys_chip_area', '455.4', 'µm²'),
('setup_path', 'worstPathCellList', 'clkdlybuf4s50_1', ''),
('setup_path', 'critical-path-max-stage-delay', '490', 'ps'),
('job', 'stage_log_warnings', '118', ''),
('setup_path', 'cp_slowest_cell', 'clkdlybuf4s50_1', ''),
('setup_path', 'startpoint_type', 'register', ''),
('floorplanning', 'die_width', '80', 'µm'),
('setup_path', 'critical_path.top_delay_family', 'buffers and inverters', ''),
('synth', 'synthCells', '48', ''),
('final_timing', 'timing.setup.tns', '0', 'ps'),
('grt', 'groute.usage.overall', '0.04289', ''),
('power_and_ir_drop', 'finalPower', '1.561', 'mW'),
('final_timing', 'final_hold_viol_count', '1', ''),
('power_and_ir_drop', 'power-per-cell-area', '2320', 'nW/µm²'),
('setup_path', 'worst-path-max-fanout', '3', ''),
('final_timing', 'setup_viol_count_final', '0', ''),
('synth', 'ys.flops', '8', ''),
('grt', 'first_global_vias', '561', ''),
('route', 'postRouteWirelength', '1299', 'µm'),
('final_timing', 'post-route-period-util', '0.9478', ''),
('setup_path', 'reg2reg_from', 'u1.u2.u3.registerOut', ''),
('final_timing', 'finalCriticalPeriod', '1327', 'ps'),
('final_timing', 'clock-skew-final', '0', 'ps'),
('floorplanning', 'ios', '24', ''),
('setup_path', 'worstSetupPathType', 'reg2out', ''),
('route', 'post_drt_wl_per_cell', '11.81', 'µm'),
('setup_path', 'critPathCaptureType', 'output port', ''),
('placement', 'hpwl', '976.3', 'µm'),
('floorplanning', 'core_region_area', '3416', 'µm²'),
('floorplanning', 'floorplan.rows', '21', ''),
('final_timing', 'final_max_slew_viol_count', '0', ''),
('floorplanning', 'fp.dieArea', '6400', 'µm²'),
('clocking', 'tritoncts', 'built', ''),
('route', 'avgViaCountPerCell', '3.327', ''),
('setup_path', 'total_buffers_and_inverters_traversed_by_the_critical_path', '1', ''),
('route', 'num_antenna_cells', '0', ''),
('power_and_ir_drop', 'p_leak', '0.2748', 'nW'),
('route', 'drt_first_pass_iters', '2', ''),
('route', 'vias', '366', ''),
('final_timing', 'hold_slack', '-11.01', 'ps'),
('floorplanning', 'fp-utilization', '0.1333', ''),
('min_path', 'timing.hold.worst.class', 'clk2reg', ''),
('setup_path', 'timing.critical_path.required', '1120', 'ps');
[cells in the mapped netlist (all sizes together)]
library cell	number	area [µm²]
nand3b	1	7.510
conb	1	3.750
nand2b	1	13.76
mux2i	7	70.07
a311oi	1	8.760
dfxtp	8	160.2
nor2	8	30.03
a211oi	7	52.55
buf	14	108.9
[what timing repair did]
action	CTS	global route
hold buffers	0	0
setup buffers	0	1
setup endpoints to repair	5	4
gates resized	5	4
[layout by cell type (no fill, tap or decap)]
cell type,count
clkbuf_4,9
clkdlybuf4s50_1,16
nor2_1,8
conb_1,2
mux2i_1,7
buf_4,1
a211oi_1,7
nand3b_1,1
a311oi_1,1
nand2b_4,1
clkbuf_1,2
dlymetal6s2s_1,1
dfxtp_2,8
[worst max-delay path by stage]
stage,from,endpoint,slack [ps],depth (start not counted)
final,u1.u1.u3.registerOut,LEDR[7],70,1
after global routing,u1.u4.u3.registerOut,LEDR[4],2,1
after CTS,u1.u2.u3.registerOut,LEDR[6],4,1
[cell type report]
class,count,area [µm²],area share
timing repair buffer,18,180.2,0.2677
multi-input combinational,27,190.2,0.2825
tap,46,57.56,0.08550
clock buffer,11,75.07,0.1115
sequential,8,170.2,0.2528
[registers in the layout, summed over array words and instances (netlist names)]
name	cells
u1.u4.u3.registerOut	1
u1.u1.u3.registerOut	1
u1.u8.u3.registerOut	1
u1.u6.u3.registerOut	1
u1.u5.u3.registerOut	1
u1.u7.u3.registerOut	1
u1.u3.u3.registerOut	1
u1.u2.u3.registerOut	1
[kinds of logic (layout without fill, tap and decap cells)]
kind of cell / Yosys count / count (layout) / synth area share
flip-flops: 8 / 8 / 0.3516
multiplexers: 7 / 7 / 0.1539
AND-OR/OR-AND: 8 / 8 / 0.1346
buffers and inverters: 14 / 29 / 0.2390
other: 1 / 2 / 0.008234
AND/OR/NAND/NOR: 10 / 10 / 0.1126
[stage by stage]
stage	hold WS, ps	utilization	area [µm²]	std cells	setup WS, ps
finish	-11.01	0.1971	673.1	110	73.08
detailed placement	95.61	0.1692	578.1	98	228.1
global route	-29.68	0.1971	673.1	110	2.107
floorplan	204.6	-	459.2	49	140.0
CTS	-47.74	0.1930	659.4	109	4.297
global placement	95.61	0.1692	578.1	98	233.1
[layer usage]
metal	track usage	vias up	wire (µm)
met4	0.04754	0	70
met3	0.08409	8	215
li1	-	186	-
met5	0	-	0
met1	0.02802	145	572
met2	0.03371	27	440
[where the power goes]
part           switching (mW)  total (mW)  internal (mW)
clock network           0.368       0.948          0.580
logic                  0.0332       0.197          0.164
registers              0.0710       0.416          0.345
Power and IR drop assume default switching activity.
